File: /design/flow/design.v
`timescale 1ns / 1ps
module bist(
    input                clock,
    input                n_reset,
    input                bist_en,  
    input        [9:0]   rd_data,  
    output               csn,      
    output  reg          wen,      
    output  reg  [9:0]   wr_data,  
    output  reg  [7:0]   wr_addr,  
    output  reg          b_done, 
    output  reg          b_err    
);
parameter value_3ff = 10'h3FF;
parameter value_00  = 10'h00;
parameter value_2aa = 10'h2AA;
reg [2:0] state;
parameter IDLE    = 3'd0;
parameter WRITE_1 = 3'd1;
parameter READ_1  = 3'd2;
parameter WRITE_2 = 3'd3;
parameter READ_2  = 3'd4;
parameter WRITE_3 = 3'd5;
parameter READ_3  = 3'd6;
wire idle_flag    = (state == IDLE)    ? 1'b1 : 1'b0;
wire write_1_flag = (state == WRITE_1) ? 1'b1 : 1'b0;
wire read_1_flag  = (state == READ_1)  ? 1'b1 : 1'b0;
wire write_2_flag = (state == WRITE_2) ? 1'b1 : 1'b0;
wire read_2_flag  = (state == READ_2)  ? 1'b1 : 1'b0;
wire write_3_flag = (state == WRITE_3) ? 1'b1 : 1'b0;
wire read_3_flag  = (state == READ_3)  ? 1'b1 : 1'b0;
always@(negedge n_reset, posedge clock)
    if(!n_reset)
        state <= 3'b0;
    else
        state <= (idle_flag      & bist_en_posedge)      ? WRITE_1 : 
                 (write_1_flag   & (wr_addr == 8'd255))  ? READ_1  : 
                 (read_1_flag    & (wr_addr == 8'd255))  ? WRITE_2 : 
                 (write_2_flag   & (wr_addr == 8'd255))  ? READ_2  :
                 (read_2_flag    & (wr_addr == 8'd255))  ? WRITE_3 :
                 (write_3_flag   & (wr_addr == 8'd255))  ? READ_3  :
                 (read_3_flag_1d & (wr_addr == 8'd0  ))  ? IDLE    : state;
reg bist_en_1d, bist_en_2d;
wire bist_en_posedge = bist_en_1d & ~bist_en_2d;
always@(negedge n_reset, posedge clock)
    if(!n_reset) begin
        bist_en_1d <= 1'b0;
        bist_en_2d <= 1'b0;
    end
    else begin
        bist_en_1d <= bist_en;
        bist_en_2d <= bist_en_1d;
    end
assign csn = (state == IDLE) ? 1'b1 : 1'b0;
always@(negedge n_reset, posedge clock)
    if(!n_reset)
        wr_addr <= 8'b0;
    else
        wr_addr <=  (write_1_flag & (wr_addr != 8'd255)) ? wr_addr + 1'b1 :
                    (read_1_flag  & (wr_addr != 8'd255)) ? wr_addr + 1'b1 :
                    (write_2_flag & (wr_addr != 8'd255)) ? wr_addr + 1'b1 :
                    (read_2_flag  & (wr_addr != 8'd255)) ? wr_addr + 1'b1 :
                    (write_3_flag & (wr_addr != 8'd255)) ? wr_addr + 1'b1 :
                    (read_3_flag  & (wr_addr != 8'd255)) ? wr_addr + 1'b1 : 8'b0;  
reg [7:0] addr_cnt;
always@(negedge n_reset, posedge clock)
    if(!n_reset)
        addr_cnt <= 8'b0;
    else
        addr_cnt <= wr_addr;
always@(negedge n_reset, posedge clock)
    if(!n_reset)
        wr_data <= 10'b0;
    else
        wr_data <= (bist_en_posedge) ? value_3ff :
                   (read_1_flag & (wr_addr == 8'd255)) ? value_00 :
                   (read_2_flag  & (wr_addr == 8'd255)) ? value_2aa : wr_data;
always@(negedge n_reset, posedge clock)
    if(!n_reset)
        wen <= 1'b0;
    else
        wen <= (~bist_en) ? 1'b0 :
               (write_1_flag & (wr_addr == 8'd255)) ? 1'b1 :
               (read_1_flag  & (wr_addr == 8'd255)) ? 1'b0 :
               (write_2_flag & (wr_addr == 8'd255)) ? 1'b1 :
               (read_2_flag  & (wr_addr == 8'd255)) ? 1'b0 :
               (write_3_flag & (wr_addr == 8'd255)) ? 1'b1 :
               (read_3_flag  & (wr_addr == 8'd255)) ? 1'b1 : wen;
reg [9:0] expected_value;
always@(negedge n_reset, posedge clock)
    if(!n_reset)
        expected_value <= 10'b0;
    else
        expected_value <= ((wen == 1'b0) & write_1_flag) ? value_3ff :
                          ((wen == 1'b0) & write_2_flag) ? value_00  :
                          ((wen == 1'b0) & write_3_flag) ? value_2aa : expected_value;                   
reg read_1_flag_1d;
always@(negedge n_reset, posedge clock)
    if(!n_reset)
        read_1_flag_1d <= 1'b0;
    else
        read_1_flag_1d <= read_1_flag;
reg read_2_flag_1d;
always@(negedge n_reset, posedge clock)
    if(!n_reset)
        read_2_flag_1d <= 1'b0;
    else
        read_2_flag_1d <= read_2_flag;
reg read_3_flag_1d;
always@(negedge n_reset, posedge clock)
    if(!n_reset)
        read_3_flag_1d <= 1'b0;
    else
        read_3_flag_1d <= read_3_flag;
always@(negedge n_reset, posedge clock)
    if(!n_reset)
        b_done <= 1'b0;
    else
        b_done <= ((addr_cnt == 8'd255) & read_3_flag_1d) ? 1'b1 : 1'b0;
always@(negedge n_reset, posedge clock)
    if(!n_reset)
        b_err <= 1'b0;
    else
        b_err <= ((wen == 1'b1) & read_1_flag_1d & (rd_data != expected_value))  ? 1'b1 :
                 ((wen == 1'b1) & read_2_flag_1d & (rd_data != expected_value))  ? 1'b1 :
                 ((wen == 1'b1) & read_3_flag_1d & (rd_data != expected_value))  ? 1'b1 : 1'b0; 
endmodule
File: /design/flow/run.sh
#!/bin/bash
# OpenROAD 26Q1-2900-gdf79404cd8, Yosys 0.63+post, stock flow scripts
make -C /OpenROAD-flow-scripts/flow DESIGN_CONFIG=/design/flow/config.mk WORK_HOME=/design/flow/orfs finish
File: /design/flow/config.mk
export PLATFORM = sky130hd
export DESIGN_NAME = bist
export DESIGN_NICKNAME = bist
export VERILOG_FILES = /design/flow/design.v
export SDC_FILE = /design/flow/constraint.sdc
export NUM_CORES = 4
export LEC_CHECK = 1
export CORE_AREA = 10 10 101 101
export DIE_AREA = 0 0 111 111
File: /design/flow/constraint.sdc
current_design bist

set clk_period 2.6
set clk_io_pct 0.2

create_clock -name clk0 -period $clk_period [get_ports {clock}]

set non_clock_inputs [all_inputs -no_clocks]
set_input_delay [expr $clk_period * $clk_io_pct] -clock clk0 $non_clock_inputs
set_output_delay [expr $clk_period * $clk_io_pct] -clock clk0 [all_outputs]
==> results.txt <==
Update from the flow run.

According to the timing report, the critical path is launched from state[0]$_DFF_PN1_. Buffers inserted to repair hold after CTS numbered 0. Data on the critical path arrives at its endpoint at 1.34 ns. The horizontal die dimension reported for this design is roughly 110 µm.

OpenSTA, run right after detailed placement, puts the worst setup slack at a little over 0.6 ns. The total of buffers placed on input and output ports is 34. The CTS tree is built. The path with the worst hold slack has its endpoint at bist_en_2d$_DFF_PN0_. Relative to the synthesized area, the layout overhead comes to 35.5%. Each instance of the synthesized netlist takes up on average about 11 µm². The number of cells on the worst reg-to-reg path is 4. The flow reported a cell area power density of approximately 530 nW/µm². The critical path goes through clkdlybuf4s50_1. The number of top-level pins is 35.

The endpoint class of the critical path is an output port. The count of pins over their slew limit is 0. STA lists the endpoint of the worst register-to-register path as wen$_DFFE_PN0P_. The distinct cell type count of the synthesized netlist is 32. Setup repair after global routing left no endpoint under its margin. The repair_antennas step left the layout with diodes totalling 0. The area of the core region is roughly 8100 µm². The post-CTS resize count is 0. Yosys stat counts approximately 130 cells in the synthesized netlist. The leakage power is between 0.0008 and 0.0009 µW.

Once routing completed, OpenROAD measured the worst setup slack at between 0.7 and 0.8 ns. Entering global routing, the biggest net connects 36 pins. The worst pin sits at a relative slew slack of 70.9%. The overall die size recorded for this design is 12,300 µm². The part of the cycle the worst path needs is ~71%. The yosys stat chip area is 1490 µm². The achievable frequency is around 0.54 GHz. After synthesis the netlist holds a flip-flop and latch count of 35. The total standard cell area after synthesis is between 1000 and 1500 µm².

The buffer depth of the longest clock path is 2. After the flow finishes, the layout carries non-filler instances totaling about 270. The number of global-route vias before repair is between 1k and 1.5k. Warnings raised by the tools during the run amount to 26. At the worst endpoint, the required time is around 2.1 ns. Hold analysis shows the worst path with a depth of 0. The final routed DRC violation total is 0. The timing report gives the worst reg2reg path a setup slack of about 0.94 ns. The H-tree was split into 2 levels.

The CTS report gives the tree buffer count as 5. The final weighted congestion in routability-driven placement is between 0.8 and 0.9. After synthesis, flip-flops and latches occupy 58.8% of the total area.

Wires add up to approximately 3400 µm. The length of the first detailed-routing pass in iterations is 5. Including well taps, the total number of placed cells is 265. The category of the worst setup path launch point is a flop.

The worst-margin pin slew is roughly 0.44 ns. CTS placed an instance of clkbuf_8 at the clock tree root. The clock-pin slew of the registers on the worst-case setup and hold paths is about 0.070 ns.

The gate count of the mapped netlist is around 130. The final cell utilization of the core is between 20% and 30%. Warnings reported by Yosys during synthesis add up to 1. The buffer count from post-CTS setup fixing is 0.

The first-pass GRT wire length is approximately 5600 µm. The worst setup path is of the reg -> out kind. In the global route stage, overall resource usage came out at about 5.3%.

The number of nets with antenna violations after detailed routing is 0. The count of buffer and inverter cells on the critical path is 1. The number of endpoints failing setup at the final stage is 0. In this run the vertical extent of the chip is 111 µm. The starting utilization of the core area is 18.4%. According to the CTS report, the clock sink count is 35. The startpoint identified for the worst register-to-register timing path is state[1]$_DFF_PN0_.

The worst hold path class is reg -> reg. The flow ran to the end, and the final reports show no timing, DRC or antenna violations. Per the run summary, max-cap violations total 0. The start point of the worst hold path is bist_en_1d$_DFF_PN0_.

The minimum clock period after layout is 1.86 ns. The count of routing violations after the opening detailed-route iteration is between 60 and 70. The wire length per cell is between 10 and 15 µm. Looking at the VDD voltage map, the peak drop is between 0.2 and 0.3 mV. The total overflow left after global routing is 0. At the later pin of the worst-skew pair, clock insertion delay measures 0.28 ns. The timing report attributes the biggest portion of critical-path delay to flip-flops. After detailed routing, the number of vias per cell comes to between 4 and 5. The via total after detailed routing is between 1k and 1.5k.

The largest fanout on the critical path is 4. The final timing report lists clock skew as roughly 0.0083 ns. The layout summary lists the proportion of cells stronger than drive strength 1 as about a tenth. In the final timing run, aggregate negative setup slack is 0 ns. On the worst path, the slowest cell contributes a delay of about 0.57 ns.

The number of placement rows is 33. The worst hold-check slack is 0.396 ns. The slowest stage cell on the critical path is dfstp_2. The initial antenna violation count came to 0. All stages included, the depth of the critical timing path comes to 1. According to the dpl log, the detail-placed design has an HPWL of about 2400 µm. The hold violation count in the final report is 0.
## routing by layer
layer | part of all wire (%) | GRT usage (%) | up-vias
met1 | 46 | 7.68 | 537
met2 | 47 | 7.90 | 25
met3 | 5.2 | 1.37 | 4
li1 | - | - | 530
met5 | 0 | 0 | -
met4 | 1.4 | 0.868 | 0
## placed cells by master, fill, tap and decap left out, types with 3 or more instances in the layout
cell,n
clkbuf_8,6
clkdlybuf4s50_1,34
dfrtp_1,34
inv_1,5
nand2_1,11
nand3_1,6
nand4_1,7
nor2_1,15
nor3_1,3
o21ai_0,10
xor2_1,5
## through the flow
step	total power [µW]	cell area, µm²
2_1_floorplan	561	1490
3_3_place_gp	593	1900
3_5_place_dp	593	1900
4_1_cts	1100	2020
5_1_grt	1120	2020
6_report	1080	2020
## state kept, by name, indices dropped and copies added, names as in the netlist
| name | flops |
|---|---|
| addr_cnt | 8 |
| b_done | 1 |
| b_err | 1 |
| bist_en_1d | 1 |
| bist_en_2d | 1 |
| expected_value | 2 |
| read_1_flag_1d | 1 |
| read_2_flag_1d | 1 |
| read_3_flag_1d | 1 |
| state | 7 |
| wen | 1 |
| wr_addr | 8 |
| wr_data | 2 |
## worst max path at each step
stage | to | slack (ns)
5_1_grt | csn | 0.67
4_1_cts | csn | 0.71
6_report | csn | 0.74
## power by group
part	switching, µW	internal (µW)	total [µW]
logic	16.7	18.8	35.4
clock network	187	310	497
registers	0.765	546	547
total	204	875	1080
## synthesized netlist by cell type
cell type  instances  area [µm²]
dfstp_2            1        26.3
o22a_1             1        8.76
xnor2_1            1        8.76
dfrtp_1           34         851
a31oi_1            1        6.26
a21oi_1            1        5.00
nand3_1            6        30.0
a22oi_1            1        7.51
or4_1              2        15.0
inv_1              5        18.8
buf_4              9        67.6
o22ai_1            2        12.5
or4_4              1        11.3
nand2b_4           1        13.8
and3_1             2        12.5
nand4_1            7        43.8
nor4_1             1        6.26
nor3_4             1        16.3
o311a_1            2        20.0
and4_4             1        11.3
nor3_1             3        15.0
a211oi_1           1        7.51
xor2_1             5        43.8
ha_1               2        25.0
nand2b_1           2        12.5
and4_1             1        8.76
o21ai_0           10        50.1
nand4_2            1        12.5
nand2_1           11        41.3
a221oi_2           1        15.0
nor2b_1            2        12.5
nor2_1            15        56.3
## layout make-up
class / count / area (µm²)
clock buffer: 6 / 82.6
tap: 105 / 131
multi-input combinational: 85 / 529
inverter: 5 / 18.8
sequential: 35 / 877
clock inverter: 2 / 35.0
fill: 839 / 6110
timing repair buffer: 35 / 348
## cell families after synthesis
family | Yosys count | share of synthesized area (%)
fa+ha+maj | 2 | 1.68
xor+xnor | 6 | 3.52
compound gates | 20 | 8.89
flops | 35 | 58.8
simple gates | 57 | 21.4
buf+inv | 14 | 5.78
Power is estimated from default activity; no workload was simulated.
